==> design/flow/design.v <==
`timescale 1ns / 1ps
module PC(next, out, clk, rst);
input [10:0] next;
input clk, rst;
output reg [10:0] out;
always @(posedge clk or negedge rst) begin
    if (!rst)  begin
        out <= 11'b0;
    end
    else begin
        out <= next;
    end
end
endmodule
==> design/flow/run.sh <==
#!/bin/bash
# OpenROAD 26Q1-2900-gdf79404cd8, Yosys 0.63+post, stock flow scripts
make -C /OpenROAD-flow-scripts/flow DESIGN_CONFIG=/design/flow/config.mk WORK_HOME=/design/flow/orfs finish
==> design/flow/config.mk <==
export PLATFORM = sky130hd
export DESIGN_NAME = PC
export DESIGN_NICKNAME = PC
export VERILOG_FILES = /design/flow/design.v
export SDC_FILE = /design/flow/constraint.sdc
export NUM_CORES = 4
export LEC_CHECK = 1
export CORE_AREA = 10 10 70 70
export DIE_AREA = 0 0 80 80
==> design/flow/constraint.sdc <==
current_design PC

set clk_period 1.0
set clk_io_pct 0.2

create_clock -name clk0 -period $clk_period [get_ports {clk}]

set non_clock_inputs [all_inputs -no_clocks]
set_input_delay [expr $clk_period * $clk_io_pct] -clock clk0 $non_clock_inputs
set_output_delay [expr $clk_period * $clk_io_pct] -clock clk0 [all_outputs]
==> results.yml <==
# yosys + openroad results
setup_path:
  cp_top_family: "flip-flops"
  slowest_delay_ns: 0.36
  crit_cells: 1
  cp_data_required_time_ns: 0.80
  crit_type: "reg -> out"
  crit_end: "out[10]"
  path_buffers: 1
  path_cells: "buf_2"
  cpMaxStageDelayCell: "dfrtp_1"
  crit_arrival_ns: 0.72
  path_max_fanout: 1
  cp-end-kind: "output port"
  startpoint: "out[10]$_DFF_PN0_"
  start_kind: "flip-flop"
grt:
  first_global_vias: 228
  grt_start_max_net_pins: 12
  grt_pass1_wl_mm: 1.090
  grt.total_usage_pct: 2.245
  antenna_found_initial: 0
  grt_overflow: 0
floorplanning:
  core_um2: 3416
  num_rows: 21
  die_area_um2: 6400
  io_pins: 24
  die_w_um: 80
  fp_util_pct: 8.059
  die_h_um: 80
finish:
  final_layout_size_suffix_gt1_share_pct: 38.46
  syn_to_final_growth_pct: 96.82
  final_common_cell: "clkdlybuf4s50_1"
  largest_reg_flops: 11
  fin_util_pct: 15.86
  comb_area_um2: 0
  lay_top_cells: "clkdlybuf4s50_1, dfrtp_1, buf_2, clkbuf_4"
  top_regs: "out (11)"
  logic_gate_count: 0
  top_register: "out"
  final_cells: 85
final_timing:
  tightest_slew_ns: 0.1276
  finalMaxSlewViolations: 0
  setup_viol_count_final: 0
  max_freq_mhz: 1083
  fin_ws_ns: 0.07670
  hold_viol: 0
  slew_headroom_pct: 91.49
  fin_crit_ns: 0.9233
  rsz0062_at_grt: "false"
  fin_tns_setup_ns: 0
  post-route-period-util_pct: 92.33
clock_tree:
  htreeDepth: 1
  ctsLongestPathBuffers: 2
  clk_pin_slew_worst_paths_ns: 0.06
  cts_sinks: 11
  cts_inserted_buffers: 3
  cts_tree: "done"
  clockRootBuffer: "clkbuf_4"
routing:
  routed-wl-met3_um: 152
  antenna_left: 0
  dr.max_layer_used: "met4"
  drt-wirelength-per-cell_um: 9.529
  n_antenna_cell: 0
  vias: 193
  wl_met2_um: 429
  wl_met1_um: 165
  viasPerCell: 2.271
  route.detailed.drc: 0
  dr.pass1.iters: 2
  routed_wl_um: 810
  drtIter0Drc: 1
placed_design:
  placed_cells: 81
  place.gp.congestion: 0.6524
  portBuffers: 23
  dp_slack_ns: 0.02539
logic_synthesis:
  ys_cells: 11
  synth_cells: 11
  syn_area_um2: 275.3
  avgSynthCellArea_um2: 25.02
  postSynthSeqShare_pct: 100.0
  ys_chip_area_um2: 275.3
  ys.flops: 11
  ys_types: 1
  yosys_warnings: 1
job:
  maxCapViolCount: 0
  warning_count: 25
status:
  status: "complete, no violations"
pwr:
  power.leakage_nw: 0.2382
  peakVddDrop_mv: 0.2781
  power_mw: 0.8202
  power.density_nw_per_um2: 1514
min_path:
  worstHoldPathType: "in -> async"
what timing repair did:
action	CTS	global route
hold buffers	0	0
setup endpoints to repair	11	0
setup buffers	0	0
resized	33	0
cell usage after synthesis (all sizes together):
cell type,instances,area (um^2)
dfrtp,11,275.3
kinds of logic after synthesis:
group | count (synthesis) | share of synthesized area (%)
DFF | 11 | 100.0
report_power, final:
group          switching, mW  internal (mW)
Sequential           0.00443          0.467
Combinational         0.0173         0.0572
Clock                  0.121          0.153
how the worst min path moves through the flow:
stage         from          endpoint  slack, ns  depth (start not counted)
finish         rst  out[8]$_DFF_PN0_       0.23                          2
CTS            rst  out[8]$_DFF_PN0_       0.22                          2
global route   rst  out[8]$_DFF_PN0_       0.24                          2
stage by stage:
step                instance area, um^2  hold slack, ns
floorplan                         275.3        -0.09559
global placement                  570.5          0.5030
detailed placement                570.5          0.4976
CTS                               541.8          0.2209
global route                      541.8          0.2358
finish                            541.8          0.2305
metal layers:
metal / vias up / global-route usage (%)
met5: - / 0
met2: 17 / 4.414
li1: 88 / -
met3: 5 / 1.591
met4: 0 / 1.761
met1: 83 / 1.163
layout make-up:
class                 count  area [um^2]
fill                    384         2874
sequential               11        275.3
timing repair buffer     24        182.7
tap                      46        57.56
clock buffer              4        26.28
Power figures rest on the tool's default switching activity, not on a simulated workload.
